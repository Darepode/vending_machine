[flow/run.sh]
#!/bin/bash
# OpenROAD 26Q1-2900-gdf79404cd8, Yosys 0.63+post, stock flow scripts
make -C /OpenROAD-flow-scripts/flow DESIGN_CONFIG=/design/flow/config.mk WORK_HOME=/design/flow/orfs finish
[flow/constraint.sdc]
current_design vending_machine

set clk_period 1.1
set clk_io_pct 0.2

create_clock -name clk0 -period $clk_period [get_ports {clk}]

set non_clock_inputs [all_inputs -no_clocks]
set_input_delay [expr $clk_period * $clk_io_pct] -clock clk0 $non_clock_inputs
set_output_delay [expr $clk_period * $clk_io_pct] -clock clk0 [all_outputs]
[flow/config.mk]
export PLATFORM = sky130hd
export DESIGN_NAME = vending_machine
export DESIGN_NICKNAME = vending_machine
export VERILOG_FILES = /design/flow/design.v
export SDC_FILE = /design/flow/constraint.sdc
export NUM_CORES = 4
export LEC_CHECK = 1
export CORE_AREA = 10 10 70 70
export DIE_AREA = 0 0 80 80
[flow/design.v]
module control (                                                                                                                                                                                                   
input clk,
input reset_n,
input start,
input done_money,
input cancel,
input continue_buy,
input [2:0] money,
input [1:0] item_in,
output done,
output end_trans,
output [7:0] sum_money,
output [7:0] price,
output [1:0] item_select);
wire [4:0] sum_money_temp;
wire [4:0] price_temp;
wire [2:0] state;
wire [1:0] item_temp;
fsm U1 (.clk(clk),
        .reset_n(reset_n),
        .start(start),
        .done_money(done_money),
        .cancel(cancel),
        .continue_buy(continue_buy),
        .deno_5(money[0]),
        .deno_10(money[1]),
        .deno_20(money[2]),
        .item_in(item_temp),
        .state(state),
        .sum_money(sum_money_temp),
        .price(price_temp));
output_loic U2  (
        .state(state),
        .pop(price_temp),
        .money(sum_money_temp),
        .item(item_temp),
        .done(done),
        .end_trans(end_trans),
        .sum_money(sum_money),
        .price(price),
        .item_select(item_select)
        );
endmodule
module decoder (                                                                                                                                                                                                   
input end_trans,
input [1:0] item_select,
output reg item_1,
output reg item_2,
output reg item_3,
output reg item_4);
always@(*)
begin
if(end_trans)
begin
        item_1 = 1'b0;
        item_2 = 1'b0;
        item_3 = 1'b0;
        item_4 = 1'b0;
end
else
begin
        case(item_select)
                2'b00:  begin
                        item_1 = 1'b1;
                        item_2 = 1'b0;
                        item_3 = 1'b0;
                        item_4 = 1'b0;
                        end
                2'b01:  begin
                        item_1 = 1'b0;
                        item_2 = 1'b1;
                        item_3 = 1'b0;
                        item_4 = 1'b0;
                        end
                2'b10:  begin
                        item_1 = 1'b0;
                        item_2 = 1'b0;
                        item_3 = 1'b1;
                        item_4 = 1'b0;
                        end
        default:        begin
                        item_1 = 1'b0;
                        item_2 = 1'b0;
                        item_3 = 1'b0;
                        item_4 = 1'b1;
                        end
        endcase
end
end
endmodule
module fsm (                                                                                                                                                                                                       
input reset_n,
input start,
input done_money,
input cancel,
input continue_buy,
input deno_5,
input deno_10,
input deno_20,
input [1:0] item_in,
input clk,
output [4:0] sum_money,
output [4:0] price,
output reg [2:0] state);
parameter IDLE = 3'd0;
parameter SELECT = 3'd1;
parameter RECEIVE_MONEY = 3'd2;
parameter COMPARE = 3'd3;
parameter PROCESS = 3'd4;
parameter RETURN_CHANGE = 3'd5;
wire [2:0] money_1;
wire [3:0] money_2;
wire [4:0] money_3;
reg [2:0] next_state;
wire out_stock;
wire [2:0] nop [3:0];
wire [4:0] max_money;
wire [4:0] sum;
wire [4:0] pop [3:0];
reg [4:0] sum_tb;
assign pop[0] = 5'd15;
assign pop[1] = 5'd31;
assign pop[2] = 5'd7;
assign pop[3] = 5'd21;
assign nop[0] = 3'd7;
assign nop[1] = 3'd5;
assign nop[2] = 3'd3;
assign nop[3] = 3'd0; 
assign sum = money_1 + money_2 + money_3;
assign out_stock = (nop[item_in] == 0) ? 1'b1 : 1'b0;
assign money_1 = (deno_5) ? 3'd7 : 3'd0;
assign money_2 = (deno_10) ? 4'd15 : 4'd0;
assign money_3 = (deno_20) ? 5'd31 : 5'd0;
assign max_money = 5'b11111;
assign enough_money = (pop[item_in] <= sum) ? 1 : 0;
assign sum_money = sum;
assign price = pop[item_in];
always@(*)
begin
        case (state)
        IDLE: next_state = (start) ? SELECT : state;
        SELECT: next_state = ((~out_stock) && (~cancel)) ? RECEIVE_MONEY : ((out_stock) && (~cancel)) ? state : IDLE;
        RECEIVE_MONEY: next_state = (cancel) ? RETURN_CHANGE : (done_money || (sum > max_money)) ? COMPARE : RECEIVE_MONEY;
        COMPARE: next_state = (enough_money) ? RETURN_CHANGE : PROCESS;
        PROCESS: next_state = (cancel) ? RETURN_CHANGE : RECEIVE_MONEY;
        RETURN_CHANGE: next_state = (continue_buy) ? SELECT : IDLE;
        default: next_state = state;
        endcase
end
always@(posedge clk or negedge reset_n)
begin
        if(!reset_n) begin
                state <= IDLE;
        end
        else begin
                state <= next_state;
        end
end
endmodule        
module output_handler (
input end_trans,
input [7:0] sum_money,
input [7:0] price,
input [1:0] item_select,
output item_1,
output item_2,
output item_3,
output item_4,
output [7:0] change);
decoder U1 (.end_trans(end_trans), .item_select(item_select), .item_1(item_1), .item_2(item_2), .item_3(item_3), .item_4(item_4));
sub     U2 (.end_trans(end_trans), .sum_money(sum_money), .price(price), .change(change));
endmodule
module output_loic (                                                                                                                                                                                               
input [2:0] state,
input [4:0] pop,
input [4:0] money,
input [1:0] item,
output reg done,
output reg end_trans,
output reg [7:0] sum_money,
output reg [7:0] price,
output reg [1:0] item_select);
parameter IDLE = 3'd0;
parameter SELECT = 3'd1;
parameter RECEIVE_MONEY = 3'd2;
parameter COMPARE = 3'd3;
parameter PROCESS = 3'd4;
parameter RETURN_CHANGE = 3'd5;
always@(*)
begin
        case (state)
        IDLE:
        begin
                done = 1'b0;
                end_trans = 1'b0;
                sum_money = 8'b00000000;
                price = 8'b00000000;
                item_select = 2'b00;
        end
        SELECT:
        begin
                done = 1'b0;
                end_trans = 1'b0;
                sum_money = 8'b00000000;
                price = 8'b00000000;
                item_select = 2'b00;
        end
        RECEIVE_MONEY:
        begin
                done = 1'b0;
                end_trans = 1'b0;
                sum_money = 8'b00000000;
                price = 8'b00000000;
                item_select = 2'b00;
        end
        COMPARE:                                                                                                                                                                                             
        begin
                done = 1'b0;
                end_trans = 1'b0;
                sum_money = 8'b00000000;                                                                                                                                                                           
                price = 8'b00000000;
                item_select = 2'b00;
        end
        PROCESS:                                                                                                                                                                                             
        begin
                done = 1'b0;
                end_trans = 1'b0;                                                                                                                                                                                  
                sum_money = 8'b00000000;                                                                                                                                                                           
                price = 8'b00000000;
                item_select = 2'b00;
        end
        RETURN_CHANGE:                                                                                                                                                                                             
        begin
                done = 1'b0;
                end_trans = 1'b1;                                                                                                                                                                                  
                sum_money = money;                                                                                                                                                                           
                price = pop;
                item_select = item;
        end
        default:
        begin
                done = 1'b0;
                end_trans = 1'b0;
                sum_money = 8'b00000000;                                                                                                                                                                           
                price = 8'b00000000;
                item_select = 2'b00;
        end
        endcase
end
endmodule      
module sub (                                                                                                                                                                                                       
input end_trans,
input [7:0] sum_money,
input [7:0] price,
output [7:0] change);
assign change = (end_trans) ? (sum_money - price ) : 8'b00000000;
endmodule
module vending_machine(
input clk,
input reset_n,
input start,
input done_money,
input cancel,
input continue_buy,
input [1:0] item_in,
input [2:0] money,
output done,
output [3:0] item_out,
output [7:0] change);
wire done_temp;
wire end_trans;
wire [7:0] sum_money;
wire [7:0] price;
wire [1:0] item_select;
control U1 (    .clk(clk),
                .reset_n(reset_n),
                .start(start),
                .done_money(done_money),
                .cancel(cancel),
                .continue_buy(continue_buy),
                .money(money),
                .item_in(item_in),
                .done(done_temp),
                .end_trans(end_trans),
                .sum_money(sum_money),
                .price(price),
                .item_select(item_select));
output_handler U2 (     .end_trans(end_trans),
                        .sum_money(sum_money),
                        .price(price),
                        .item_select(item_select),
                        .item_1(item_out[0]),
                        .item_2(item_out[1]),
                        .item_3(item_out[2]),
                        .item_4(item_out[3]),
                        .change(change));
assign done = done_temp ^ item_out[0] ^ item_out[1] ^ item_out[2] ^ item_out[3];
endmodule
==> impl_metrics.env <==
# source this file to load flow results
export IMPL_power_frac_seq=0.193
export IMPL_p_switching_mw=0.169
export IMPL_yosysCellCount=44
export IMPL_fmax_ghz=0.447
export IMPL_grt_pass1_wl_mm=1.52
export IMPL_hpwlAfterDp_um=829
export IMPL_ant_nets=0
export IMPL_track_usage=0.0296
export IMPL_hold_buffers=0
export IMPL_setup_viol=7
export IMPL_first_iter_violations=4
export IMPL_synth_warnings=6
export IMPL_grt_pass1_vias=367
export IMPL_setup_ws_ns=-1.14
export IMPL_r2r_start="U1.U1.state[2]"
export IMPL_startpoint="money[2]"
export IMPL_io_buffer_count=13
export IMPL_wl_met3_um=127
export IMPL_p_sw_frac=0.293
export IMPL_synth_cell_types=19
export IMPL_regToRegSetupSlack_ns=0.20
export IMPL_wl_met2_um=380
export IMPL_lay_top_cells="12 x buf_4, 6 x conb_1, 6 x clkdlybuf4s50_1, 4 x inv_1, 4 x buf_2"
export IMPL_largest_registers="U1.U1.state x3"
export IMPL_cts_max_level=1
export IMPL_overflow=0
export IMPL_cts_sinks=3
export IMPL_avgRoutedWirePerCell_um=8.07
export IMPL_largest_register="U1.U1.state"
export IMPL_crit_fanout=2
export IMPL_cts_root_buf="clkbuf_4"
export IMPL_fp_util=0.116
export IMPL_insertion_delay_ns=0.23
export IMPL_numSynthFlops=3
export IMPL_rsz0062_at_grt="yes"
export IMPL_finalCritPeriodShare=2.03
export IMPL_via_per_inst=3.04
export IMPL_layout_top_cell="buf_4"
export IMPL_cts_tree="done"
export IMPL_status="complete, but fails checks"
export IMPL_chip_area_um2=6400
export IMPL_violations="setup timing"
export IMPL_top_layer="met3"
export IMPL_largest_register_ffs=3
export IMPL_drive_gt1_frac=0.556
export IMPL_end_kind="primary output"
export IMPL_placed_cell_area_um2=663
export IMPL_synth_seq_share=0.189
export IMPL_finalSetupTns_ns=-6.67
export IMPL_n_antenna_cell=0
export IMPL_clk_path_buf_depth=2
export IMPL_p_comb_frac=0.477
export IMPL_vias=359
export IMPL_final_max_slew_violation_count=0
export IMPL_grt_max_degree=5
export IMPL_die_w_um=80
export IMPL_clkSlewWorstSetupHoldPaths_ns=0.04
export IMPL_clock_skew_ns=0.000520
export IMPL_pre_cts_slack_ns=-2.09
export IMPL_syn_area_um2=398
export IMPL_drcViolationCount=0
export IMPL_cts_made_buffers=3
export IMPL_leakage_nw=0.354
export IMPL_fin_crit_ns=2.24
export IMPL_critPathKind="input port to primary output"
export IMPL_routed_wl_um=952
export IMPL_dpl_cell_count=112
export IMPL_reg2reg_depth=2
export IMPL_hold_class="input port to asynchronous set/reset pin"
export IMPL_rows=21
export IMPL_ys_area_um2=398
export IMPL_syn2layout_area_growth_pct=83.6
export IMPL_drt_met1_wl_um=445
export IMPL_finalHoldViolCount=0
export IMPL_clock_power_share=0.330
export IMPL_cp_required_ns=0.88
export IMPL_die_h_um=80
export IMPL_antenna_found_initial=0
export IMPL_peakVddDrop_uv=266
export IMPL_openroad_warnings=35
export IMPL_fin_cells=118
export IMPL_start_kind="input port"
export IMPL_cp_arrival_ns=2.02
export IMPL_power_density_nw_per_um2=787
export IMPL_final_area_um2=731
export IMPL_synth_cells=44
export IMPL_cap_violations=0
export IMPL_gp_congestion=0.663
export IMPL_filler_cell_count=368
export IMPL_r2r_end="U1.U1.state[5]"
export IMPL_drtPass1Iterations=3
export IMPL_boundaryPins=24
export IMPL_core_um2=3420
export IMPL_p_int_mw=0.406
export IMPL_syn_mean_instance_area_um2=9.04
## worst max path at each step
stage / slack, ns / endpoint
6_report: -1.14 / change[4]
5_1_grt: -1.20 / change[4]
4_1_cts: -1.21 / change[4]
## worst max-delay path, stage by stage
cell      delay [ns]
buf_8           0.08
inv_4           0.03
fa_2            0.58
inv_2           0.05
ha_4            0.16
fa_2            0.34
and2_4          0.15
a211oi_4        0.16
and2_4          0.18
buf_6           0.08
## synthesized netlist by cell type (all sizes together)
master   instances  area share
inv              9       0.085
nor2b            1       0.016
fa               3        0.15
a211oi           1       0.031
conb             1      0.0094
and3             1       0.016
and4b            1       0.025
dfrtp            3        0.19
a2111oi          1       0.038
nand2            1      0.0094
a41o             1       0.025
nand3b           1       0.019
buf              7        0.13
nor2             3       0.028
ha               4        0.13
and2             4       0.069
a21o             1       0.019
nor3             1       0.013
## routing by layer
metal  vias up  track usage
met4         0      0.00176
met1       161       0.0385
li1        183            -
met5         -            0
met2        15       0.0409
met3         0       0.0205
## cells by family after synthesis
| group | Yosys count | synth area share |
|---|---|---|
| adders and majority gates | 7 | 0.277 |
| buffers and inverters | 16 | 0.217 |
| AOI/OAI and AO/OA | 4 | 0.113 |
| and+or+nand+nor | 13 | 0.195 |
| DFF | 3 | 0.189 |
| other | 1 | 0.00942 |
## stage by stage
stage | hold WS [ns] | util | power, mW
global placement | 0.409 | 0.194 | 0.335
floorplan | -0.0756 | - | 0.242
finish | 0.172 | 0.214 | 0.575
global route | 0.178 | 0.214 | 0.632
detailed placement | 0.414 | 0.194 | 0.338
CTS | 0.165 | 0.204 | 0.563
## cell type report
class                           instances  area (µm²)  share of cell area
Clock buffer                            4        26.3              0.0360
Inverter                                9        43.8              0.0599
Sequential cell                         3        75.1               0.103
Multi-Input combinational cell         30         305               0.418
Tap cell                               46        57.6              0.0788
Timing Repair Buffer                   26         223               0.305
## repair_timing
action,4_1_cts,5_1_grt
pin swaps,7,5
buffers inserted,2,1
gates resized,30,9
cloned,0,0
setup endpoints to repair,9,7
## power by group through the flow
stage,Sequential [mW],Clock (mW),Combinational [mW]
5_1_grt,0.111,0.211,0.310
4_1_cts,0.111,0.200,0.252
6_report,0.111,0.190,0.274
Power and IR drop assume default switching activity.
